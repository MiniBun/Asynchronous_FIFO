**/design/flow/run.sh**
```bash
#!/bin/bash
# OpenROAD 26Q1-2900-gdf79404cd8, Yosys 0.63+post, stock flow scripts
make -C /OpenROAD-flow-scripts/flow DESIGN_CONFIG=/design/flow/config.mk WORK_HOME=/design/flow/orfs finish
```
**/design/flow/config.mk**
```make
export PLATFORM = sky130hd
export DESIGN_NAME = asynFIFO
export DESIGN_NICKNAME = asynFIFO
export VERILOG_FILES = /design/flow/design.v
export SDC_FILE = /design/flow/constraint.sdc
export NUM_CORES = 4
export LEC_CHECK = 1
export CORE_UTILIZATION = 30
```
**/design/flow/design.v**
```verilog
module ram #(
    parameter data_size = 8,
    parameter addr_size = 3
)(
    input write_clk,
    input read_clk,
    input write_rst_n,
    input read_rst_n,
    input write_en,
    input read_en,
    input [data_size-1:0] write_data,
    input [addr_size-1:0] write_ptr_binary,
    input [addr_size-1:0] read_ptr_binary,
    input fifo_full,
    input fifo_empty,
    output reg [data_size-1:0] read_data
);
    reg [data_size-1:0] mem [{addr_size{1'b1}}:0];
    integer i;
    always @(posedge write_clk or negedge write_rst_n) begin
        if(!write_rst_n) begin
            for(i=0;i<={addr_size{1'b1}};i=i+1) begin
                mem[i] <= {data_size{1'b0}};
            end
        end
        else if(write_en&&!fifo_full) begin
            mem[write_ptr_binary] <= write_data;
        end
    end
    always @(posedge read_clk or negedge read_rst_n) begin
        if(!read_rst_n) begin
            read_data <= {data_size{1'b0}};
        end
        else if(read_en&&!fifo_empty) begin
            read_data <= mem[read_ptr_binary];
        end 
    end
endmodule
module read_ctrl #(
    parameter addr_size = 3
) (
    input read_clk,
    input read_rst_n,
    input read_en,
    input [addr_size:0] write_ptr_gray_sync,
    output fifo_empty,
    output [addr_size-1:0] read_ptr_binary,
    output [addr_size:0] read_ptr_gray
);
    reg [addr_size:0] read_ptr_binary_extended;
    assign read_ptr_binary = read_ptr_binary_extended[addr_size-1:0];
    assign read_ptr_gray = read_ptr_binary_extended ^ (read_ptr_binary_extended>>1);
    assign fifo_empty = read_ptr_gray == write_ptr_gray_sync ? 1 : 0;
    always @(posedge read_clk or negedge read_rst_n) begin
        if(!read_rst_n) begin
            read_ptr_binary_extended <= 0;
        end
        else if(read_en&&!fifo_empty) begin
            read_ptr_binary_extended <= read_ptr_binary_extended + 1;
        end
    end
endmodule
module write_ctrl #(
    parameter addr_size = 3
) (
    input write_clk,
    input write_rst_n,
    input write_en,
    input [addr_size:0] read_ptr_gray_sync,
    output [addr_size-1:0] write_ptr_binary,
    output [addr_size:0] write_ptr_gray,
    output fifo_full
);
    reg [addr_size:0] write_ptr_binary_extended;
    assign write_ptr_binary = write_ptr_binary_extended[addr_size-1:0];
    assign write_ptr_gray = write_ptr_binary_extended ^ (write_ptr_binary_extended>>1);
    assign fifo_full = (write_ptr_gray[addr_size-2:0]==read_ptr_gray_sync[addr_size-2:0])&&(write_ptr_gray[addr_size:addr_size-1]==~read_ptr_gray_sync[addr_size:addr_size-1]);
    always @(posedge write_clk or negedge write_rst_n) begin
        if(!write_rst_n) begin
            write_ptr_binary_extended <= 0;        
        end
        else if(write_en&&!fifo_full) begin
            write_ptr_binary_extended <= write_ptr_binary_extended + 1;
        end
    end
endmodule
module sync #(
    parameter addr_size = 3
) (
    input clk,
    input rst_n,
    input [addr_size:0] data_in,
    output reg [addr_size:0] data_out
);
    reg [addr_size:0] data_r;
    always @(posedge clk or negedge rst_n) begin
        if(!rst_n) begin
            data_r <= {addr_size{1'b0}};
            data_out <= {addr_size{1'b0}};
        end
        else begin
            data_r <= data_in;
            data_out <= data_r;
        end
    end
endmodule
module asynFIFO #(
    parameter data_size = 8,
    parameter addr_size = 3
)(
    input write_clk,
    input read_clk,
    input write_rst_n,
    input read_rst_n,
    input write_en,
    input read_en,
    input [data_size-1:0] write_data,
    output [data_size-1:0] read_data,
    output fifo_empty,
    output fifo_full
);
wire [addr_size-1:0] write_ptr_binary;
wire [addr_size-1:0] read_ptr_binary;
wire [addr_size:0] write_ptr_gray;
wire [addr_size:0] read_ptr_gray;
wire [addr_size:0] write_ptr_gray_sync;
wire [addr_size:0] read_ptr_gray_sync;
ram #(
    .data_size(data_size),
    .addr_size(addr_size)
) ram_1(
    .write_clk(write_clk),
    .read_clk(read_clk),
    .write_rst_n(write_rst_n),
    .read_rst_n(read_rst_n),
    .write_en(write_en),
    .read_en(read_en),
    .write_data(write_data),
    .write_ptr_binary(write_ptr_binary),
    .read_ptr_binary(read_ptr_binary),
    .fifo_full(fifo_full),
    .fifo_empty(fifo_empty),
    .read_data(read_data)
);
write_ctrl #(
    .addr_size(addr_size)
) write_ctrl_1(
    .write_clk(write_clk),
    .write_rst_n(write_rst_n),
    .write_en(write_en),
    .read_ptr_gray_sync(read_ptr_gray_sync),
    .write_ptr_binary(write_ptr_binary),
    .write_ptr_gray(write_ptr_gray),
    .fifo_full(fifo_full)
);
read_ctrl #(
    .addr_size(addr_size)
) read_ctrl_1(
    .read_clk(read_clk),
    .read_rst_n(read_rst_n),
    .read_en(read_en),
    .write_ptr_gray_sync(write_ptr_gray_sync),
    .fifo_empty(fifo_empty),
    .read_ptr_binary(read_ptr_binary),
    .read_ptr_gray(read_ptr_gray)
);
sync #(
    .addr_size(addr_size)
) sync_1 (
    .clk(write_clk),
    .rst_n(write_rst_n),
    .data_in(read_ptr_gray),
    .data_out(read_ptr_gray_sync)
);
sync #(
    .addr_size(addr_size)
) sync_2 (
    .clk(read_clk),
    .rst_n(read_rst_n),
    .data_in(write_ptr_gray),
    .data_out(write_ptr_gray_sync)
);
endmodule 
```
**/design/flow/constraint.sdc**
```tcl
current_design asynFIFO

set clk_period 5.7
set clk_io_pct 0.2

create_clock -name clk0 -period $clk_period [get_ports {read_clk}]
create_clock -name clk1 -period $clk_period [get_ports {write_clk}]

set non_clock_inputs [all_inputs -no_clocks]
set_input_delay [expr $clk_period * $clk_io_pct] -clock clk0 $non_clock_inputs
set_output_delay [expr $clk_period * $clk_io_pct] -clock clk0 [all_outputs]
```
==> Table 3: Implementation characteristics <==
Characteristics after synthesis and place and route

Parameter                              Value

Run status
  Run status .................. complete, no violations

Floorplan
  Die Outline Area .................. about 15,000 µm²
  Row cnt .................. roughly 44
  Height of the chip .................. 124 µm
  Core footprint .................. 14,600 µm²
  Floorplan die width .................. roughly 120 µm
  Number of I/O pins .................. 24
  Effective utilization at floorplan .................. 0.308

Synthesis
  Number of unique standard cell types used by synthesis .................. 35
  Commonest cells in the synthesized netlist .................. sky130_fd_sc_hd__dfrtp_1, sky130_fd_sc_hd__mux2_2, sky130_fd_sc_hd__mux2_4
  Library cell occupying the most area in the post-synthesis netlist .................. sky130_fd_sc_hd__dfrtp_1
  Async set-reset flop share out of synthesis .................. 1.00
  Number of cells produced by synthesis .................. 300
  Yosys cell count .................. 300
  Mean Syn Cell Area .................. ~15 µm²
  Cell types with the largest area share after synthesis .................. sky130_fd_sc_hd__dfrtp_1, sky130_fd_sc_hd__mux2_4, sky130_fd_sc_hd__mux2_2
  Area of the synthesized netlist per yosys stat .................. ~4500 µm²
  Synthesized area .................. 4490 µm²
  Number of synthesized flops with an enable pin .................. 0
  Top-count cell post-synth .................. sky130_fd_sc_hd__dfrtp_1
  Number of warnings reported in the yosys synthesis log .................. 5
  Largest type area fraction .................. 0.535
  Ys flops .................. 96
  Flip-flop cell with the highest count after synthesis .................. sky130_fd_sc_hd__dfrtp_1
  Register share after synthesis .................. 0.535

Pwr
  Total power density per cell area .................. 649 nW/µm²
  Post-layout total power .................. 3.42 mW
  Leakage .................. 2.33 nW
  VDD IR-drop max .................. 0.000216 V

Timing
  Rel. slew slack .................. 0.509
  Setup-failing EPs final .................. 0
  Worst Max-Slew Pin Slew .................. 0.737 ns
  Number of max-slew violations in the final report .................. 0
  Count of endpoints failing hold in the final timing report .................. 0
  Worst Clk Skew .................. 0.00625 ns
  RSZ-0062 raised after global routing .................. no
  Fin Setup TNS .................. 0 ns

Drt
  Wire length per cell .................. between 15 and 20 µm
  Ant. Diodes .................. 0
  Via-to-Cell Ratio .................. ~5.0
  Routed Antenna Nets .................. 0
  DRC violations left .................. 0
  Total routed wirelength .................. 9450 µm
  Vias post-DR .................. 2,551
  Number of design-rule violations left by the first detailed-router iteration .................. roughly 160
  Drt pass-1 iters .................. 4

Hold path
  Class of the tightest hold or removal check .................. flip-flop to flip-flop
  Source of the worst hold timing path .................. sync_2.data_r[3]

Worst setup path
  Worst setup path category .................. flip-flop to output pin
  Arrival time reported for the critical path endpoint .................. about 2.3 ns
  Slowest stage cell, crit path .................. sky130_fd_sc_hd__clkdlybuf4s50_1
  Delay of the slowest cell on the worst path .................. 0.45 ns
  Critical path origin .................. read_ctrl_1.read_ptr_binary_extended[0]
  Reg2reg start .................. read_ctrl_1.read_ptr_binary_extended[2]
  Chain of cells forming the critical path .................. inv_1, ha_1, xnor2_1, nand2_1, or2_2, inv_1, clkdlybuf4s50_1
  Maximum fanout along the worst path .................. 9
  Setup crit end kind .................. output pin
  Most common cell on crit path .................. sky130_fd_sc_hd__inv_1
  Required arrival time at the worst endpoint .................. approximately 4.6 ns
  Startpoint class of the critical path .................. flip-flop

GRT
  Initial antenna violation count .................. 0
  Wire length of the first global-routing pass .................. 15,500 µm
  Maximum number of pins on one net before global-route repair .................. 58
  Number of global-route vias before repair .................. 2,668
  Global route total overflow .................. 0
  Total routing resource utilization after global routing .................. 0.133

CTS
  Cts-stage hold buffer count .................. 0
  Clock sink total .................. 96
  Clock transition at the registers of the reported paths .................. 0.06 ns
  Setup repair bufs after CTS .................. 0
  Cell resize tally after clock tree synthesis .................. 0
  CTS tree .................. yes

Place
  Count of port buffers added during placement .................. 22
  Global placement routability congestion .................. 0.784
  Post-detailed-placement half-perimeter wirelength .................. 6060 µm

Finish
  Proportion of layout cells with a drive suffix above 1 .................. 0.356
  Layout Area Growth over Synthesis .................. 17.4%

Job
  Max-capacitance violation count .................. 0
  Count of warning messages emitted by the tools .................. 34
state kept, by name, summed over array words and instances (netlist names):
register / count
ram_1.mem: 64
ram_1.read_data: 8
read_ctrl_1.read_ptr_binary_extended: 4
sync_1.data_out: 4
sync_1.data_r: 4
sync_2.data_out: 4
sync_2.data_r: 4
write_ctrl_1.write_ptr_binary_extended: 4
critical path: cells and delay by family (launching register included):
family                   cells  cell delay, ns
XOR/XNOR                     1            0.17
AND/OR/NAND/NOR              2            0.49
flip-flops                   1            0.42
adder cells (fa/ha/maj)      1            0.34
buffers and inverters        3            0.64
cell families (layout without fill, tap and decap cells):
| kind of cell | count (synthesis) | count (layout) | share of synthesized area |
|---|---|---|---|
| flops | 96 | 96 | 0.535 |
| buf+inv | 29 | 55 | 0.0359 |
| fa+ha+maj | 14 | 14 | 0.0390 |
| compound gates | 44 | 44 | 0.0881 |
| mux | 83 | 83 | 0.241 |
| xor+xnor | 13 | 13 | 0.0287 |
| simple gates | 21 | 21 | 0.0323 |
layout make-up:
type,count,area [µm²]
Inverter,8,30.0
Fill cell,1331,9320
Timing Repair Buffer,27,255
Tap cell,184,230
Multi-Input combinational cell,175,1930
Clock buffer,13,304
Sequential cell,96,2400
Clock inverter,7,124
cells in the final DEF, fill, tap and decap left out, types with 2 or more instances in the layout:
cell / netlist / routed
sky130_fd_sc_hd__clkbuf_16: 0 / 12
sky130_fd_sc_hd__and2_1: 2 / 2
sky130_fd_sc_hd__mux2_4: 40 / 40
sky130_fd_sc_hd__mux2_2: 40 / 40
sky130_fd_sc_hd__and3_2: 3 / 3
sky130_fd_sc_hd__mux2i_1: 3 / 3
sky130_fd_sc_hd__a211o_1: 8 / 8
sky130_fd_sc_hd__nand2_1: 3 / 3
sky130_fd_sc_hd__and2_4: 2 / 2
sky130_fd_sc_hd__a22o_1: 8 / 8
sky130_fd_sc_hd__dfrtp_1: 96 / 96
sky130_fd_sc_hd__nand3_1: 2 / 2
sky130_fd_sc_hd__xnor2_1: 9 / 9
sky130_fd_sc_hd__buf_4: 0 / 6
sky130_fd_sc_hd__inv_6: 0 / 2
sky130_fd_sc_hd__a32o_1: 8 / 8
sky130_fd_sc_hd__clkdlybuf4s50_1: 0 / 21
sky130_fd_sc_hd__xor2_1: 3 / 3
sky130_fd_sc_hd__bufinv_16: 0 / 3
sky130_fd_sc_hd__o21ai_0: 2 / 2
sky130_fd_sc_hd__ha_1: 14 / 14
sky130_fd_sc_hd__and3_4: 3 / 3
sky130_fd_sc_hd__o21a_1: 8 / 8
sky130_fd_sc_hd__inv_1: 8 / 8
sky130_fd_sc_hd__a221o_1: 7 / 7
worst paths after layout:
path                                 endpoint  slack, ns  depth (start not counted)
max in group clk1             ram_1.mem[2][7]       2.91                          5
hold / removal             sync_2.data_out[3]       0.35                          0
min in group clk1          sync_1.data_out[2]       0.35                          0
max in group asynchronous  sync_1.data_out[2]       4.02                          2
hold reg to reg            sync_2.data_out[3]       0.35                          0
setup reg to reg           ram_1.read_data[3]       3.03                          8
min in group asynchronous     ram_1.mem[6][0]       0.67                          1
setup / recovery                   fifo_empty       2.24                          7
per-stage QoR:
step	cell area (µm²)	hold slack (ns)	utilization	setup WS (ns)	std cells
global route	5270	0.351	0.361	2.09	510
floorplan	4490	0.331	-	3.00	300
detailed placement	4840	0.336	0.332	2.52	490
finish	5270	0.346	0.361	2.24	510
CTS	5270	0.349	0.361	2.23	510
global placement	4840	0.331	0.332	2.55	490
power breakdown:
group / internal, mW / switching (mW) / leakage, nW / total, mW
registers: 1.03 / 0.206 / 1.15 / 1.24
clock network: 0.527 / 0.288 / 0.205 / 0.815
logic: 0.802 / 0.567 / 0.971 / 1.37
total: 2.36 / 1.06 / 2.33 / 3.42
routing by layer:
metal	GRT usage	share of wire	vias up
li1	-	-	1128
met3	0.0258	0.034	18
met4	0.0269	0.021	0
met5	0	0	-
met1	0.197	0.46	1368
met2	0.209	0.49	37
Power figures rest on the tool's default switching activity, not on a simulated workload.
